## constraint.sdc

```tcl
current_design execute

set clk_period 7.9
set clk_io_pct 0.2

create_clock -name clk0 -period $clk_period [get_ports {clk}]

set non_clock_inputs [all_inputs -no_clocks]
set_input_delay [expr $clk_period * $clk_io_pct] -clock clk0 $non_clock_inputs
set_output_delay [expr $clk_period * $clk_io_pct] -clock clk0 [all_outputs]
```

## run.sh

```bash
#!/bin/bash
# OpenROAD 26Q1-2900-gdf79404cd8, Yosys 0.63+post, stock flow scripts
make -C /OpenROAD-flow-scripts/flow DESIGN_CONFIG=/design/flow/config.mk WORK_HOME=/design/flow/orfs finish
```

## design.v

```verilog
module execute (
    input clk,
    input [31:0] pc_in, rs1_data, rs2_data, imm,
    input [4:0] rs1, rs2, rd,
    input [3:0] alu_op,
    input reg_write, mem_read, mem_write, alu_src, branch, jump,
    input [31:0] ex_mem_alu_result, mem_wb_data,
    input [4:0] ex_mem_rd, mem_wb_rd,
    input ex_mem_reg_write, mem_wb_reg_write,
    input stall, flush,
    output reg [31:0] pc_out, alu_result,
    output reg [31:0] rs2_data_out,
    output reg [4:0] rd_out,
    output reg reg_write_out, mem_read_out, mem_write_out,
    output reg branch_taken
);
    wire [31:0] alu_b = alu_src ? imm : rs2_data;
    wire [31:0] forwarded_rs1 =
        (ex_mem_reg_write && ex_mem_rd == rs1 && ex_mem_rd != 0) ? ex_mem_alu_result :
        (mem_wb_reg_write && mem_wb_rd == rs1 && mem_wb_rd != 0) ? mem_wb_data :
        rs1_data;
    wire [31:0] forwarded_rs2 =
        (ex_mem_reg_write && ex_mem_rd == rs2 && ex_mem_rd != 0) ? ex_mem_alu_result :
        (mem_wb_reg_write && mem_wb_rd == rs2 && mem_wb_rd != 0) ? mem_wb_data :
        rs2_data;
    always @(*) begin
        case (alu_op)
            4'b0000: alu_result = forwarded_rs1 + alu_b;
            4'b0001: alu_result = forwarded_rs1 - forwarded_rs2;
            default: alu_result = 0;
        endcase
        branch_taken = branch && (forwarded_rs1 == forwarded_rs2);
        if (jump)
            alu_result = pc_in + imm;
    end
    always @(posedge clk) begin
        if (!stall && !flush) begin
            pc_out <= pc_in;
            alu_result <= alu_result;
            rs2_data_out <= rs2_data;
            rd_out <= rd;
            reg_write_out <= reg_write;
            mem_read_out <= mem_read;
            mem_write_out <= mem_write;
        end
        else if (flush) begin
            pc_out <= 0;
            alu_result <= 0;
            rs2_data_out <= 0;
            rd_out <= 0;
            reg_write_out <= 0;
            mem_read_out <= 0;
            mem_write_out <= 0;
        end
    end
endmodule
```

## config.mk

```make
export PLATFORM = sky130hd
export DESIGN_NAME = execute
export DESIGN_NICKNAME = execute
export VERILOG_FILES = /design/flow/design.v
export SDC_FILE = /design/flow/constraint.sdc
export NUM_CORES = 4
export LEC_CHECK = 1
export CORE_AREA = 10 10 197 197
export DIE_AREA = 0 0 207 207
```

==> flow_metrics.py <==
# Metrics from the implementation run
metrics = {
    "cells_and_area": {
        "post-route-util": 0.2522,
        "fin_cells": 1281,
        "lay_top_count": "clkdlybuf4s50_1",
        "syn_to_final_growth_pct": 63.30,
        "final_cell_mix": "clkdlybuf4s50_1, and2_1, edfxtp_1, a31oi_1, nand4_1",
        "drive_gt1_frac": 0.06943,
    },
    "final_timing": {
        "setup_tns_ps": 0,
        "fin_crit_ps": 7101,
        "tightest_slew_ps": 910.4,
        "finalSetupViolCount": 0,
        "final_hold_viol_count": 0,
        "drv_slew": 0,
        "timing.fmax_mhz": 140.8,
        "finalCritPeriodShare": 0.8988,
        "rsz0062_at_grt": "no",
        "whs_ps": 1885,
        "maxSlewHeadroom": 0.3924,
    },
    "route": {
        "firstDrtPassIters": 6,
        "viasPerCell": 4.272,
        "drt_iter0_drc": 309,
        "vias": 5473,
        "wl_per_cell_um": 20.74,
        "final_antenna_net_count": 0,
        "wirelength_mm": 26.57,
        "drc": 0,
    },
    "worst_setup_path": {
        "critPathMaxStageDelay_ps": 600,
        "path_max_fanout": 22,
        "cp_data_arrival_time_ps": 5520,
        "start_kind": "primary input",
        "crit_slowest_cell": "or4_4",
        "cp_cell_sequence": "clkdlybuf4s50_1, or4_4, o211ai_4, or2_2, buf_4, a31oi_1, xnor2_1, nand4_1, or4_1, nor4_2, clkdlybuf4s50_1",
        "cp.required_ps": 6320,
        "critPathBufInv": 3,
        "critPathTopFamily": "simple AND/OR/NAND/NOR gates",
        "end_kind": "primary output",
        "crit_top_cell": "clkdlybuf4s50_1",
        "crit_type": "primary input to primary output",
    },
    "floorplan": {
        "pin_count": 337,
        "core.rowCount": 68,
        "dieArea_um2": 42850,
        "fp.dieW_um": 207,
        "initCoreUtil": 0.1544,
        "placeableCoreArea_um2": 34540,
        "die_height_um": 207,
    },
    "clock_tree": {
        "cts_buffers": 9,
        "root_buffer": "clkbuf_16",
        "cts_tree": "yes",
        "cts_setup_buffers": 0,
        "clockBufferDepth": 2,
        "cts_resized": 0,
        "postCtsHoldBufs": 0,
        "htreeDepth": 3,
        "clk_pin_slew_ps": 60,
        "clock-sinks": 72,
    },
    "pwr": {
        "ir_drop_mv": 0.09278,
        "power_leakage_nw": 2.867,
        "powerDensity_nw_per_um2": 137.1,
    },
    "flow_run": {
        "tool_warnings": 63,
        "cap_violations": 0,
    },
    "grt": {
        "grt_pass1_wl_mm": 38.81,
        "track_usage": 0.1204,
        "grt_pass1_vias": 5603,
        "grt_max_degree": 73,
        "overflow": 0,
        "antenna_found_initial": 6,
    },
    "logic_synthesis": {
        "ys_sh_xor": 0.08537,
        "ys_sh_adder": 0,
        "yosysCellCount": 569,
        "synthAoiAreaFrac": 0.1578,
        "ys_warn_count": 65,
        "synth_flop_count": 72,
        "yosysTopAreaCell": "edfxtp_1",
        "yosysChipArea_um2": 5335,
        "ys_sh_simple": 0.2488,
        "ys_seq_share": 0.4053,
        "synthMuxAreaShare": 0.01126,
        "area_leaders": "edfxtp_1, and2_1, o31ai_1, a31oi_1, nand4_1",
        "synth.distinct_cells": 30,
        "top_area_frac": 0.4053,
        "syn_avg_cell_area_um2": 9.376,
        "syn_area_um2": 5335,
        "top_logic_kind": "simple AND/OR/NAND/NOR gates",
        "syn-instance-count": 569,
    },
    "placement": {
        "gp_congestion": 0.8069,
        "port_buffers": 266,
        "dp.cells": 1260,
        "place_hpwl_mm": 21.12,
    },
    "status": {
        "status": "finished, final reports clean",
    },
    "min_path": {
        "min_path_type": "primary input to flip-flop",
    },
}
## worst paths after layout
path	startpoint	to	slack (ps)	cells after the start
setup / recovery	ex_mem_rd[0]	branch_taken	800	11
hold / removal	pc_in[12]	pc_out[12]$_SDFFCE_PN0P_	1890	2
## cell type report
class | count | area [µm²]
Clock buffer | 10 | 229.0
Timing Repair Buffer | 291 | 2850
Multi-Input combinational cell | 442 | 2845
Tap cell | 455 | 569.3
Fill cell | 3727 | 25830
Clock inverter | 6 | 43.79
Antenna cell | 5 | 12.51
Sequential cell | 72 | 2162
## cells by family (layout without fill, tap and decap cells)
logic type	Yosys count	count (layout)
simple gates	232	232
compound gates	120	120
buf+inv	86	307
flops	72	72
xor+xnor	52	52
mux	6	6
other cells	1	37
## flip-flops by register name (all words and copies together) (netlist names)
register / flops
rs2_data_out: 32
mem_write_out: 1
rd_out: 5
mem_read_out: 1
pc_out: 32
reg_write_out: 1
## layer usage
metal	part of all wire	routed length [µm]	track usage
met1	0.43	11520	0.1613
met2	0.46	12100	0.1880
met3	0.10	2709	0.04788
met4	0.0084	224	0.008781
met5	0.00049	13	0
## power by group
part | internal, W | switching [W] | leakage, nW
Sequential | 0.000454 | 0.00000733 | 0.774
Combinational | 0.000189 | 0.000165 | 1.97
Clock | 0.000213 | 0.000166 | 0.121
Total | 0.000856 | 0.000339 | 2.87
## synthesized netlist by cell type, drive strengths merged
cell and instances:
a21oi 6, a31oi 58, and2 72, buf 50
clkbuf 36, conb 1, edfxtp 72, mux2i 6
nand2 13, nand2b 1, nand3 2, nand4 57
nor2 17, nor3 56, nor4 5, o211ai 2
o21a 1, o21ai 1, o31ai 52, or2 4
or3 2, or4 3, xnor2 20, xor2 32
## per-stage QoR
stage	total power, W	area [µm²]	worst slack (ps)
6_report	0.001195	8712	799.3
4_1_cts	0.001215	8700	613.9
3_3_place_gp	0.0008251	8427	676.8
5_1_grt	0.001256	8700	415.0
2_1_floorplan	0.0006017	5451	2446
3_5_place_dp	0.0008266	8427	623.9
Power and IR drop assume default switching activity.
