===== design/flow/config.mk =====
export PLATFORM = sky130hd
export DESIGN_NAME = regfile
export DESIGN_NICKNAME = regfile
export VERILOG_FILES = /design/flow/design.v
export SDC_FILE = /design/flow/constraint.sdc
export NUM_CORES = 4
export LEC_CHECK = 1
export CORE_UTILIZATION = 40

===== design/flow/constraint.sdc =====
current_design regfile

set clk_period 5.9
set clk_io_pct 0.2

create_clock -name clk0 -period $clk_period [get_ports {clk}]

set non_clock_inputs [all_inputs -no_clocks]
set_input_delay [expr $clk_period * $clk_io_pct] -clock clk0 $non_clock_inputs
set_output_delay [expr $clk_period * $clk_io_pct] -clock clk0 [all_outputs]

===== design/flow/design.v =====
module regfile(
    input clk,
    input [4:0] rs1, rs2,
    input [4:0] wb_rd,
    input [31:0] wb_data,
    input wb_reg_write,
    output reg [31:0] read_data1, read_data2
);
    reg [31:0] registers [0:31];
    always @(posedge clk) begin
        read_data1 <= (rs1 == 0) ? 0 : registers[rs1];
        read_data2 <= (rs2 == 0) ? 0 : registers[rs2];
        if (wb_reg_write && wb_rd != 0) begin
            registers[wb_rd] <= wb_data;
        end
    end
endmodule

===== design/flow/run.sh =====
#!/bin/bash
# OpenROAD 26Q1-2900-gdf79404cd8, Yosys 0.63+post, stock flow scripts
make -C /OpenROAD-flow-scripts/flow DESIGN_CONFIG=/design/flow/config.mk WORK_HOME=/design/flow/orfs finish

==> flow_metrics.env <==
# yosys + openroad results
export IMPL_ant_nets=0
export IMPL_drc=0
export IMPL_mux_share_pct=23.8
export IMPL_syn_area_um2=48400
export IMPL_finalNonFillerCells=4374
export IMPL_power_frac_comb_pct=8.1
export IMPL_worstMarginPinSlew_ns=1.02
export IMPL_drt_first_iter_violations=1754
export IMPL_ys_cells=2483
export IMPL_synth_compound_area_share_pct=5.28
export IMPL_yosysChipArea_um2=48400
export IMPL_io_buffers=112
export IMPL_grt_max_degree=77
export IMPL_num_vias=27500
export IMPL_clock_latency_ns=0.71
export IMPL_powerDensity_nw_per_um2=313
export IMPL_switching_share_pct=22.0
export IMPL_maxCapViolCount=0
export IMPL_cts_resized_gates=0
export IMPL_worstSetupPathType="input pin to register"
export IMPL_cts_tree="built"
export IMPL_die_y_um=350
export IMPL_clockBufferDepth=3
export IMPL_synth_main_ff_cell="edfxtp_1"
export IMPL_ys_top_cells_by_area="edfxtp_1 (64%), mux4_2 (19%), mux2i_1 (3.5%)"
export IMPL_rows=127
export IMPL_drive_above_1_share_pct=30.1
export IMPL_warning_count=26
export IMPL_ys_ff=1088
export IMPL_rsz0062_at_grt="no"
export IMPL_ys_sh_xor_pct=0
export IMPL_simple_gate_share_pct=2.57
export IMPL_synth_avg_cell_area_um2=19.5
export IMPL_p_switching_w=0.00384
export IMPL_initCoreUtil_pct=40.3
export IMPL_cts_root_buf="clkbuf_16"
export IMPL_final_max_slew_viol_count=0
export IMPL_die_w_um=350
export IMPL_cts_hold_buffers=0
export IMPL_topCombFamilyByArea="multiplexers"
export IMPL_intPower_w=0.0136
export IMPL_grt_pass1_vias=30900
export IMPL_clkSinkCount=1088
export IMPL_synthesis_instances=2483
export IMPL_track_usage_pct=28.1
export IMPL_wire_per_inst_um=35.2
export IMPL_antenna_found_initial=3
export IMPL_cts_buffers=112
export IMPL_yosys_top_cells_count="edfxtp_1 (1024), mux4_2 (417), mux2i_1 (167)"
export IMPL_ff2ff_path_depth=4
export IMPL_crit_required_ns=6.51
export IMPL_power_total_w=0.0175
export IMPL_clkPwrFrac_pct=42.0
export IMPL_grt_overflow_total=0
export IMPL_fin_setup_tns_ns=0
export IMPL_first_pass_iters=5
export IMPL_edf_count=1024
export IMPL_drt_total_wl_mm=154
export IMPL_finalCritPeriodShare_pct=60.4
export IMPL_netlist_area_leader_share_pct=63.6
export IMPL_core_um2=120000
export IMPL_min_path_type="register to register"
export IMPL_design_area_um2=55800
export IMPL_r2r_start="registers[15][5]"
export IMPL_pwr_share_seq_pct=49.9
export IMPL_max_freq_mhz=280
export IMPL_worst_ep_arrival_time_ns=4.18
export IMPL_finalClockSkew_ns=0.0327
export IMPL_peakVddDrop_v=0.000211
export IMPL_cts_setup_buffers=0
export IMPL_dpl_cell_area_um2=52000
export IMPL_grt_pass1_wl_mm=220
export IMPL_yosys_warnings=1
export IMPL_crit_end="read_data2[14]"
export IMPL_top_cell="edfxtp_1"
export IMPL_status="finished clean"
export IMPL_dp_hpwl_mm=89.8
export IMPL_period_minus_slack_ns=3.57
export IMPL_gp_congestion=0.900
export IMPL_synth_cell_type_count=39
export IMPL_ys_sh_adder_pct=0
export IMPL_num_io_pins=113
export IMPL_syn_to_final_growth_pct=15.3
export IMPL_hold_violations=0
export IMPL_ys_seq_share_pct=66.2
export IMPL_finalSetupViolCount=0
export IMPL_crit_start="rs2[2]"
export IMPL_synth_area_leader_cell="edfxtp_1"
export IMPL_dieArea_um2=122000
export IMPL_critPathCaptureType="register"
export IMPL_timing_rr_end="read_data1[5]"
export IMPL_synth_async_sr_flop_share_pct=0
export IMPL_dp_cells=4165
export IMPL_htreeDepth=3
export IMPL_leakage_nw=17.8
export IMPL_viasPerCell=6.28
export IMPL_crit_fanout=17
export IMPL_r2r_setup_slack_ns=4.09
export IMPL_critPathLaunchType="input pin"
export IMPL_relSlewSlack_pct=31.9
export IMPL_path_clk_slew_ns=0.06
worst max-delay path: stages:
cell and delay, ns:
clkdlybuf4s50_1 0.99, nor2b_4 0.84, buf_4 0.51, a22oi_1 0.15
nand3_1 0.20, and3_1 0.27
stage by stage:
stage	worst slack, ns	util [%]	hold slack (ns)
final	2.33	46.5	0.796
after global placement	1.73	43.3	0.764
after CTS	2.48	46.5	0.801
after detailed placement	1.74	43.3	0.787
after floorplan	2.30	-	0.717
after global routing	2.29	46.5	0.851
cells in the final DEF, fill, tap and decap left out, types with 33 or more instances in the layout:
| cell type | synthesis | routed |
|---|---|---|
| a21oi_1 | 61 | 61 |
| a22o_1 | 33 | 33 |
| a22oi_1 | 94 | 94 |
| buf_4 | 22 | 118 |
| clkbuf_16 | 0 | 112 |
| clkdlybuf4s50_1 | 0 | 104 |
| dfxtp_1 | 64 | 64 |
| edfxtp_1 | 1024 | 1024 |
| mux2_2 | 40 | 40 |
| mux2i_1 | 167 | 167 |
| mux4_2 | 417 | 417 |
| nand2_1 | 67 | 66 |
| nand3_1 | 36 | 36 |
| nor2_4 | 0 | 34 |
layout make-up:
| class | instances | area (um^2) |
|---|---|---|
| Fill cell | 9671 | 64200 |
| Sequential cell | 1088 | 32000 |
| Multi-Input combinational cell | 1227 | 15700 |
| Clock buffer | 145 | 3000 |
| Timing Repair Buffer | 238 | 2200 |
| Tap cell | 1612 | 2020 |
| Clock inverter | 63 | 808 |
| Antenna cell | 1 | 2.50 |
worst min-delay path by stage:
stage,cells past startpoint,endpoint,from,slack [ns]
4_1_cts,4,read_data2[31],registers[21][31],0.80
5_1_grt,4,read_data2[25],registers[21][25],0.85
6_report,4,read_data2[31],registers[21][31],0.80
registers in the layout, summed over array words and instances, names as in the netlist:
register    flops
read_data2     32
read_data1     32
registers    1024
power by group through the flow:
stage     Clock (W)  Combinational (W)  Sequential (W)
5_1_grt     0.00771            0.00151         0.00873
4_1_cts     0.00743            0.00143         0.00871
6_report    0.00733            0.00142         0.00871
metal layers:
layer / global-route usage (%) / vias up / part of all wire, %
met5: 1.81 / - / 0.14
met2: 41.4 / 2206 / 47
met4: 8.32 / 10 / 4.0
met3: 22.4 / 336 / 18
met1: 31.4 / 13800 / 30
li1: - / 11100 / -
cells by family after synthesis:
logic type,count (synthesis)
compound gates,329
buf+inv,199
flops,1088
mux,624
other cells,1
simple gates,242
Power and IR drop assume default switching activity.
